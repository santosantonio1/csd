### flow/run.sh
#!/bin/bash
# OpenROAD 26Q1-2900-gdf79404cd8, Yosys 0.63+post, stock flow scripts
make -C /OpenROAD-flow-scripts/flow DESIGN_CONFIG=/design/flow/config.mk WORK_HOME=/design/flow/orfs finish
### flow/config.mk
export PLATFORM = sky130hd
export DESIGN_NAME = top
export DESIGN_NICKNAME = top
export VERILOG_FILES = /design/flow/design.v
export SDC_FILE = /design/flow/constraint.sdc
export NUM_CORES = 4
export LEC_CHECK = 1
export CORE_UTILIZATION = 40
### flow/constraint.sdc
current_design top

set clk_period 5.8
set clk_io_pct 0.2

create_clock -name clk0 -period $clk_period [get_ports {clk}]

set non_clock_inputs [all_inputs -no_clocks]
set_input_delay [expr $clk_period * $clk_io_pct] -clock clk0 $non_clock_inputs
set_output_delay [expr $clk_period * $clk_io_pct] -clock clk0 [all_outputs]
### flow/design.v
module button (
    input  logic clk,
    input  logic rst,
    input  logic b_i,
    output logic en_o
);
    logic[1:0] state, next_state;
    always_ff @(posedge clk or posedge rst) begin
        if(rst) begin
            state <= 0;
        end
        else begin
            state <= next_state;
        end
    end
    always_comb begin
        unique case (state)
            0:    if(b_i) next_state <= 1;
                    else    next_state <= 0;
            1:   if(!b_i)    next_state <= 2;
                    else        next_state <= 1;
            2:  next_state <= 3;
            3:  next_state <= 0;
        endcase
    end
    assign en_o = (state == 3);
endmodule
module clk_gen #(
    parameter logic[31:0] TIME_V = 32'd50_000
)
(
    input  logic clk,
    input  logic rst,
    output logic clk_o
);
    logic[31:0] clk_counter;
    logic       clk_reg;
    always_ff @(posedge clk or posedge rst) begin
        if(rst) begin
            clk_counter <= '0;
            clk_reg <= 1'b0;
        end
        else begin
            if(clk_counter != TIME_V)
                clk_counter <= clk_counter + 32'd1;
            else begin
                clk_reg <= !clk_reg;
                clk_counter <= '0;
            end
        end
    end
    assign clk_o = clk_reg;
endmodule
module counter (
    input  logic clk,
    input  logic rst,
    input  logic en_i,
    output logic carry_o
);
    logic       carry_reg;
    logic[4:0]  time_reg;
    always_ff @(posedge clk or posedge rst) begin
        if(rst) begin
            carry_reg <= 1'b0;
            time_reg  <= 4'd0;
        end 
        else begin
            if(en_i) begin
                if(time_reg < 4'd9) begin
                    time_reg  <= time_reg + 4'd1;
                    carry_reg <= 1'b0;
                end else begin
                    time_reg  <= 4'd0;
                    carry_reg <= 1'b1;
                end
            end
        end
    end
    assign carry_o = carry_reg;
endmodule
module debouncer ( 
    input  logic clk, 
    input  logic rst, 
    input  logic noisy,
    output logic clean 
);
    logic[19:0] count;
    logic       new_input;
    always_ff @(posedge clk)
    begin
        if (rst) begin 
            new_input <= noisy; 
            clean     <= noisy; 
            count     <= 20'd0;
        end
        else  
        begin 
            if (noisy != new_input) begin
                new_input <= noisy; 
                count <= 0;
            end
            else if (count == 20'd1_000_000)  
                clean <= new_input;
            else 
                count <= count + 20'd1;
        end
    end
endmodule
`timescale 1ns / 1ps
module display (
    input clock,
    input reset,
    input [5:0] d1,
    input [5:0] d2,
    input [5:0] d3,
    input [5:0] d4,
    input [5:0] d5,
    input [5:0] d6,
    input [5:0] d7,
    input [5:0] d8,
    output [7:0] dec_cat,
    output [7:0] an
    );    
    reg [2:0] selected;
    always @(posedge clock, posedge reset) begin
        if(reset) begin
            selected <= 3'd0;
        end
        else begin
            if(timer1ms) begin
                selected <= selected + 3'd1;
            end
        end
    end
    reg [7:0] cathode;
    always @* begin
        case(selected)
            3'b000:  cathode = {segments[d1[4:1]], ~d1[0]};
            3'b001:  cathode = {segments[d2[4:1]], ~d2[0]};
            3'b010:  cathode = {segments[d3[4:1]], ~d3[0]};
            3'b011:  cathode = {segments[d4[4:1]], ~d4[0]};
            3'b100:  cathode = {segments[d5[4:1]], ~d5[0]};
            3'b101:  cathode = {segments[d6[4:1]], ~d6[0]};
            3'b110:  cathode = {segments[d7[4:1]], ~d7[0]};
            default: cathode = {segments[d8[4:1]], ~d8[0]};  
        endcase
    end
    reg [7:0] anode;
    always @* begin
        case(selected)
            3'b000:  anode = (d1[5] == 1'b1) ? 8'b0111_1111 : 8'b1111_1111; 
            3'b001:  anode = (d2[5] == 1'b1) ? 8'b1011_1111 : 8'b1111_1111;
            3'b010:  anode = (d3[5] == 1'b1) ? 8'b1101_1111 : 8'b1111_1111;
            3'b011:  anode = (d4[5] == 1'b1) ? 8'b1110_1111 : 8'b1111_1111;
            3'b100:  anode = (d5[5] == 1'b1) ? 8'b1111_0111 : 8'b1111_1111;
            3'b101:  anode = (d6[5] == 1'b1) ? 8'b1111_1011 : 8'b1111_1111;
            3'b110:  anode = (d7[5] == 1'b1) ? 8'b1111_1101 : 8'b1111_1111;
            default: anode = (d8[5] == 1'b1) ? 8'b1111_1110 : 8'b1111_1111;  
        endcase
    end
    wire [6:0] segments [15:0];
    assign segments[0] = 7'b1000000;
    assign segments[1] = 7'b1111001;
    assign segments[2] = 7'b0100100;
    assign segments[3] = 7'b0110000;
    assign segments[4] = 7'b0011001;
    assign segments[5] = 7'b0010010;
    assign segments[6] = 7'b0000010;
    assign segments[7] = 7'b1111000;
    assign segments[8] = 7'b0000000;
    assign segments[9] = 7'b0010000;
    assign segments[10] = 7'b0001000;
    assign segments[11] = 7'b0000011;
    assign segments[12] = 7'b1000110;
    assign segments[13] = 7'b0100001;
    assign segments[14] = 7'b0000110;
    assign segments[15] = 7'b0001110;
    reg timer1ms;
    reg [16:0] counter;
    always @(posedge clock, posedge reset) begin
        if(reset) begin
            timer1ms <=  1'b0;
            counter  <= 17'd0;
        end
        else begin
            if(counter == 17'd100_000) begin
                timer1ms <= 1'b1;
                counter <= 17'd0;
            end
            else begin
                timer1ms <= 1'b0;
                counter <= counter + 17'd1;
            end
        end
    end
    assign an = anode;
    assign dec_cat = cathode;
endmodule
module display_counter (
    input logic       clk,
    input logic       rst,
    input logic       carry_i,
    output logic[3:0] CSEG0_o,
    output logic[3:0] CSEG1_o,
    output logic[3:0] SEG0_o,
    output logic[3:0] SEG1_o,
    output logic[3:0] MIN0_o,
    output logic[3:0] MIN1_o,
    output logic[3:0] HOUR0_o,
    output logic[3:0] HOUR1_o
);
    logic[3:0] CSEG0, CSEG1, SEG0, SEG1, MIN0, MIN1, HOUR0, HOUR1;
    logic   en0, en1, en2, en3, en4, en5, en6, en7;
    assign  en0 = carry_i;
    assign  en1 = (en0 && CSEG0 == 4'd9);
    assign  en2 = (en1 && CSEG1 == 4'd9);
    assign  en3 = (en2 && SEG0  == 4'd9);
    assign  en4 = (en3 && SEG1  == 4'd5);
    assign  en5 = (en4 && MIN0  == 4'd9);
    assign  en6 = (en5 && MIN1  == 4'd5);
    assign  en7 = (en6 && HOUR0    == 4'd9);
    always_ff @(posedge clk or posedge rst) begin
        if(rst) begin
            CSEG0       <= '0;
            CSEG1       <= '0;
            SEG0        <= '0;
            SEG1        <= '0;
            MIN0        <= '0;
            MIN1        <= '0;
            HOUR0       <= '0;
            HOUR1       <= '0;
        end
        else begin
            if(en0) begin
                if(CSEG0 == 4'd9)
                    CSEG0 <= '0;
                else
                    CSEG0 <= CSEG0 + 4'd1;
            end
            if(en1) begin
                if(CSEG1 == 4'd9)
                    CSEG1 <= '0;
                else
                    CSEG1 <= CSEG1 + 4'd1;
            end
            if(en2) begin
                if(SEG0 == 4'd9)
                    SEG0 <= '0;
                else
                    SEG0 <= SEG0 + 4'd1;
            end
            if(en3) begin
                if(SEG1 == 4'd5)
                    SEG1 <= '0;
                else
                    SEG1 <= SEG1 + 4'd1;
            end
            if(en4) begin
                if(MIN0 == 4'd9)
                    MIN0 <= '0;
                else
                    MIN0 <= MIN0 + 4'd1;
            end
            if(en5) begin
                if(MIN1 == 4'd5)
                    MIN1 <= '0;
                else
                    MIN1 <= MIN1 + 4'd1;
            end
            if(en6) begin
                if(HOUR0 == 4'd9)
                    HOUR0 <= '0;
                else
                    HOUR0 <= HOUR0 + 4'd1;
            end
            if(en7) begin
                if(HOUR1 == 4'd9)
                    HOUR1 <= '0;
                else
                    HOUR1 <= HOUR1 + 4'd1;
            end
        end
    end
    assign CSEG0_o      = CSEG0;
    assign CSEG1_o      = CSEG1;
    assign SEG0_o       = SEG0;
    assign SEG1_o       = SEG1;
    assign MIN0_o       = MIN0;
    assign MIN1_o       = MIN1;
    assign HOUR0_o      = HOUR0;
    assign HOUR1_o      = HOUR1;
endmodule
module display_manager (
    input  logic       clk_1,
    input  logic       clk_2,
    input  logic       rst,
    input  logic       update_i,
    input  logic[3:0]  CSEG0_i,
    input  logic[3:0]  CSEG1_i,
    input  logic[3:0]  SEG0_i,
    input  logic[3:0]  SEG1_i,
    input  logic[3:0]  MIN0_i,
    input  logic[3:0]  MIN1_i,
    input  logic[3:0]  HOUR0_i,
    input  logic[3:0]  HOUR1_i,
    output logic       display_en_o,
    output logic[3:0]  CSEG0_o,
    output logic[3:0]  CSEG1_o,
    output logic[3:0]  SEG0_o,
    output logic[3:0]  SEG1_o,
    output logic[3:0]  MIN0_o,
    output logic[3:0]  MIN1_o,
    output logic[3:0]  HOUR0_o,
    output logic[3:0]  HOUR1_o
);
    logic[3:0] CSEG0;
    logic[3:0] CSEG1;
    logic[3:0] SEG0;
    logic[3:0] SEG1;
    logic[3:0] MIN0;
    logic[3:0] MIN1;
    logic[3:0] HOUR0;
    logic[3:0] HOUR1;
    logic display_en;
    always_ff @(posedge clk_2 or posedge rst) begin
        if(rst)
            display_en <= 1'b0;
        else 
            display_en <= !display_en; 
    end
    assign display_en_o = display_en;
    always_ff @(posedge clk_1 or posedge rst) begin
        if(rst) begin
            CSEG0   <= '0;
            CSEG1   <= '0;
            SEG0    <= '0;
            SEG1    <= '0;
            MIN0    <= '0;
            MIN1    <= '0;
            HOUR0   <= '0;
            HOUR1   <= '0;            
        end
        else begin
            if(update_i) begin
                CSEG0   <= CSEG0_i;
                CSEG1   <= CSEG1_i;
                SEG0    <= SEG0_i;
                SEG1    <= SEG1_i;
                MIN0    <= MIN0_i;
                MIN1    <= MIN1_i;
                HOUR0   <= HOUR0_i;
                HOUR1   <= HOUR1_i; 
            end
        end
    end
    always_comb begin
        CSEG0_o      = CSEG0;
        CSEG1_o      = CSEG1;
        SEG0_o       = SEG0;
        SEG1_o       = SEG1;
        MIN0_o       = MIN0;
        MIN1_o       = MIN1;
        HOUR0_o      = HOUR0;
        HOUR1_o      = HOUR1;
    end
endmodule
module fsm (
    input  logic clk,
    input  logic rst,
    input  logic start_i,
    input  logic stop_i,
    input  logic split_i,
    output logic en_o,
    output logic update_o
);
    logic[1:0]  state, next_state;
    logic       start_b, stop_b, split_b;
    always_ff @(posedge clk or posedge rst) begin
        if(rst) begin
            state <= 0;
        end 
        else begin
            state <= next_state;
        end
    end    
    button START_B (
        .clk    (clk),
        .rst    (rst),
        .b_i    (start_i),
        .en_o   (start_b)
    ); 
    button STOP_B (
        .clk    (clk),
        .rst    (rst),
        .b_i    (stop_i),
        .en_o   (stop_b)
    ); 
    button SPLIT_B (
        .clk    (clk),
        .rst    (rst),
        .b_i    (split_i),
        .en_o   (split_b)
    ); 
    always_comb begin
        unique case (state)
            0:      if(start_b)      next_state <= 1;
                         else             next_state <= 0;
            1:      if(split_b)      next_state <= 3;
                         else if(stop_b)  next_state <= 2;
                         else             next_state <= 1;
            3:      if(split_b)      next_state <= 1;
                         else             next_state <= 3;
            2:       if(start_b)      next_state <= 1;
                         else             next_state <= 2;
        endcase
    end
    assign en_o     = (state == 1 || state == 3);
    assign update_o = (state != 3);
endmodule 
module top (
    input  logic clk,
    input  logic rst,
    input  logic start_i,
    input  logic stop_i,
    input  logic split_i,
    output logic[7:0] dec_cat,
    output logic[7:0] an
);
    logic start_c, stop_c, split_c;
    logic en_timer, carry, update, display_en250ms, display_en;
    logic[3:0]  CSEG0, CSEG1, SEG0, SEG1, MIN0, MIN1, HOUR0, HOUR1;
    logic[3:0]  CSEG0_D, CSEG1_D, SEG0_D, SEG1_D, 
                MIN0_D, MIN1_D, HOUR0_D, HOUR1_D;
    logic   clk_100hz, clk_250ms, clk_split;
    assign display_en = (update) ? 1'b1 : display_en250ms;
    debouncer DEB_START (
        .clk    (clk),
        .rst    (rst),
        .noisy  (start_i),
        .clean  (start_c)
    ); 
    debouncer DEB_STOP (
        .clk    (clk),
        .rst    (rst),
        .noisy  (stop_i),
        .clean  (stop_c)
    ); 
    debouncer DEB_SPLIT (
        .clk    (clk),
        .rst    (rst),
        .noisy  (split_i),
        .clean  (split_c)
    ); 
    fsm MAIN_FSM (
        .clk        (clk),
        .rst        (rst),
        .start_i    (start_c),
        .stop_i     (stop_c),
        .split_i    (split_c),
        .en_o       (en_timer),
        .update_o   (update)
    );
    clk_gen #(
        .TIME_V     (32'd50_000)
    ) CLOCK100HZ (
        .clk        (clk),
        .rst        (rst),
        .clk_o      (clk_100hz)
    );
    clk_gen #(
        .TIME_V     (32'd12_500_000)
    ) CLOCK250MS (
        .clk        (clk),
        .rst        (rst),
        .clk_o      (clk_250ms)
    );
    counter TIMER (
        .clk        (clk_100hz),
        .rst        (rst),
        .en_i       (en_timer),
        .carry_o    (carry)
    );
    display_counter DISPLAY_COUNTER (
        .clk            (clk_100hz),
        .rst            (rst),
        .carry_i        (carry),
        .CSEG0_o        (CSEG0),
        .CSEG1_o        (CSEG1),
        .SEG0_o         (SEG0),
        .SEG1_o         (SEG1),
        .MIN0_o         (MIN0),
        .MIN1_o         (MIN1),
        .HOUR0_o        (HOUR0),
        .HOUR1_o        (HOUR1) 
    );
    display_manager DISPLAY_MANAGER (
        .clk_1          (clk_100hz),
        .clk_2          (clk_250ms),
        .rst            (rst), 
        .update_i       (update),
        .CSEG0_i        (CSEG0),
        .CSEG1_i        (CSEG1),
        .SEG0_i         (SEG0),
        .SEG1_i         (SEG1),
        .MIN0_i         (MIN0),
        .MIN1_i         (MIN1),
        .HOUR0_i        (HOUR0),
        .HOUR1_i        (HOUR1),
        .display_en_o   (display_en250ms),
        .CSEG0_o        (CSEG0_D),
        .CSEG1_o        (CSEG1_D),
        .SEG0_o         (SEG0_D),
        .SEG1_o         (SEG1_D),
        .MIN0_o         (MIN0_D),
        .MIN1_o         (MIN1_D),
        .HOUR0_o        (HOUR0_D),
        .HOUR1_o        (HOUR1_D)         
    );
    display DISPLAY_7_SEG (
        .clock      (clk),
        .reset      (rst),
        .d1         ({display_en, HOUR1_D,  1'b0}),
        .d2         ({display_en, HOUR0_D,  display_en}),
        .d3         ({display_en, MIN1_D,   1'b0}),
        .d4         ({display_en, MIN0_D,   display_en}),
        .d5         ({display_en, SEG1_D,   1'b0}),
        .d6         ({display_en, SEG0_D,   display_en}),
        .d7         ({display_en, CSEG1_D,  1'b0}),
        .d8         ({display_en, CSEG0_D,  1'b0}),
        .dec_cat    (dec_cat),
        .an         (an)
    );
endmodule
==> out/README.md <==
| Parameter | This run |
| --- | --- |
| Status | finished clean |
| Maximum number of buffers from clock root to sink | 2 |
| Maximum number of pins on one net before global-route repair | 71 |
| Late-Pin Clk Latency | 420 ps |
| Sequential area share after synthesis | 0.456 |
| Width of the die | 179 um |
| Adder Share, Synth | 0.0227 |
| Final min period | 4960 ps |
| Cells on Worst Hold Path | 0 |
| Dominant cells by area after synthesis | sky130_fd_sc_hd__dfrtp_1 (34%), sky130_fd_sc_hd__dfxtp_1 (9.5%), sky130_fd_sc_hd__xnor2_1 (6.5%) |
| Number of unconstrained endpoints | 71 |
| Unrepaired setup endpoints after global routing | false |
| Post-synthesis cell type count | 77 |
| Transition time of the tightest slew-check pin | 912 ps |
| Share of async-settable or async-resettable flops after synthesis | 0.725 |
| CTS HTree Levels | 4 |
| CP startpoint kind | register |
| Global-route congestion overflow total | 0 |
| Required @ worst endpoint | 4640 ps |
| Simple logic cell fraction of the synthesized area | 0.247 |
| Slew Viols, Final | 0 |
| Final core utilization | 0.448 |
| Number of maximum-capacitance violations | 0 |
| Endpoint arrival time on the critical path | 3800 ps |
| Synthesized instance count | 1328 |
| Synth Area in Compound Gates | 0.0974 |
| Final ANT Viol Nets | 0 |
| Filler instances | 2884 |
| Total negative slack | 0 ps |
| Worst relative slew slack | 0.387 |
| Primary flip-flop cell chosen by synthesis mapping | sky130_fd_sc_hd__dfrtp_1 |
| Maximum clock skew at final layout | 12.7 ps |
| Top cell type by total area after synthesis | sky130_fd_sc_hd__dfrtp_1 |
| Synthesis-to-layout area growth | 9.52% |
| Cell leakage power | 5.55 nW |
| Drt drc | 0 |
| Via count of the first global-routing pass | 8342 |
| Maximum ir drop on the vdd rail | 0.164 mV |
| Yosys warning total | 9 |
| Total Routed Length | 23.4 mm |
| Placed instance count | 1702 |
| Reg2reg path depth | 6 |
| Worst stage delay on the critical path | 840 ps |
| Area fraction in mux cells | 0.0432 |
| Clock-pin transition on the worst setup and hold timing paths | 70 ps |
| Top flop regs | CLOCK100HZ.clk_counter (32), CLOCK250MS.clk_counter (32) |
| Path length in cells of the critical path | 6 |
| Wire length on met3 | 516 um |
| Fp_density | 0.410 |
| Leading cell types by count after synthesis | sky130_fd_sc_hd__dfrtp_1 (170), sky130_fd_sc_hd__nor2_1 (127), sky130_fd_sc_hd__nand2_1 (122), sky130_fd_sc_hd__xnor2_1 (93), sky130_fd_sc_hd__nand3_1 (64) |
| Final non-filler cell total | 1734 |
| Detail-routed via count per cell | 5.25 |
| TritonCTS clock tree | built |
| Share of Yosys cell area claimed by the top area cell type | 0.338 |
| Initial DRC Count | 516 |
| Overall via count from detail_route | 9111 |
| Area of the placeable core | 30700 um^2 |
| Dominant non-sequential cell family after synthesis | simple AND/OR/NAND/NOR gates |
| Number of antenna cells inserted | 0 |
| Critical path type | reg2out |
| Count of final hold-check violations | 0 |
| Synthesized registers | 240 |
| Global-route wire length before repair | 40.8 mm |
| Area figure in the yosys stat output | 12600 um^2 |
| Row count | 64 |
| Final period util | 0.856 |
| HPWL Detailed | 16.3 mm |
| Met2 WL post-DR | 10.1 mm |
| Final setup vio count | 0 |
| Mapped Area | 12600 um^2 |
| Fraction of layout cells with a size suffix above 1 | 0.0792 |
| Detailed-route wire length on metal 1 | 12.5 mm |
| Fmax achieved | 0.201 GHz |
| Register pins left without a clock | 71 |
| Overall fraction of global-route tracks in use | 0.153 |
| Kind of capture point of the worst setup path | output pin |
| # Cells Yosys | 1328 |
| Number of top-level pins | 21 |
| Clock buffers created by TritonCTS | 17 |
| Total setup buffers inserted after CTS | 0 |
| Top routing layer in use | met4 |
| Dominant delay contributor by cell family on the critical path | simple AND/OR/NAND/NOR gates |
| Number of antenna violations at the first check in global routing | 0 |
| Worst min path class | reg2reg |
| Combined buffer and inverter count along the critical path | 2 |
| Worst Path Max Fanout | 14 |
| WL/cell | 13.5 um |
| Vert. Die Dim | 179 um |
| Cell-by-cell trace of the critical path | clkinv_1 -> ha_1 -> nor4_1 -> a2111oi_0 -> nand4b_1 -> clkdlybuf4s50_1 |
| Clock tree root buffer cell | sky130_fd_sc_hd__clkbuf_16 |
| Crit path max-delay cell type | sky130_fd_sc_hd__nor4_1 |
| Post-Syn Area per Cell | 9.48 um^2 |
| Last weighted congestion value of the routability-driven placer | 0.924 |
| DIE AREA | 32200 um^2 |
| Post-CTS sizing | 0 |
| Total power density per cell area | 177 nW/um^2 |
| Count of library flops with an enable pin | 6 |
| OpenROAD warnings | 34 |
| Total iterations of the first detailed-routing run | 6 |
| Count of input and output buffers | 20 |
| XOR/XNOR Area Share | 0.102 |
| Cell with the most instances after synthesis | sky130_fd_sc_hd__dfrtp_1 |
| Hold-fix buffers, CTS | 0 |
## routing by layer
metal / vias to the layer above / GRT usage
li1: 4685 / -
met1: 4299 / 0.262
met2: 107 / 0.223
met3: 20 / 0.0180
met4: 0 / 0.0155
met5: - / 0
## worst paths after layout
check / startpoint / to / slack [ps]
setup / recovery: DISPLAY_7_SEG.selected[2]$_DFFE_PP0P_ / dec_cat[4] / 840
max in group asynchronous: rst / CLOCK250MS.clk_counter[0]$_DFF_PP0_ / 3150
setup reg to reg: DEB_STOP.count[1]$_SDFFE_PP0N_ / DEB_STOP.count[18]$_SDFFE_PP0N_ / 3580
min in group asynchronous: rst / MAIN_FSM.SPLIT_B.state[1]$_DFF_PP0_ / 1220
hold / removal: MAIN_FSM.STOP_B.state[1]$_DFF_PP0_ / MAIN_FSM.STOP_B.state[3]$_DFF_PP0_ / 350
hold reg to reg: MAIN_FSM.STOP_B.state[1]$_DFF_PP0_ / MAIN_FSM.STOP_B.state[3]$_DFF_PP0_ / 350
## power breakdown
part	leakage [nW]	internal (W)	total [W]	switching, W
Combinational	2.31	0.0000154	0.0000627	0.0000473
Sequential	2.93	0.00119	0.00119	0.00000574
Clock	0.307	0.000681	0.00118	0.000503
Total	5.55	0.00188	0.00244	0.000556
## cell families after synthesis
kind of cell	after synthesis
flops	240
buf+inv	107
fa+ha+maj	24
compound gates	187
xor+xnor	147
mux	49
simple gates	574
## through the flow
step | setup slack (ps) | hold WS [ps] | total power (W) | instance area [um^2]
after floorplan | 1650 | 331 | 0.00126 | 12600
after global placement | 1510 | 333 | 0.00128 | 13200
after detailed placement | 1380 | 335 | 0.00128 | 13200
after CTS | 903 | 355 | 0.00248 | 13800
after global routing | 610 | 361 | 0.00254 | 13800
final | 835 | 354 | 0.00244 | 13800
## cells in the final DEF (no fill, tap or decap), types with 7 or more instances in the layout
cell                                n
sky130_fd_sc_hd__a211oi_1           8
sky130_fd_sc_hd__a21o_1             8
sky130_fd_sc_hd__a21oi_1           40
sky130_fd_sc_hd__a22oi_1            9
sky130_fd_sc_hd__and2_1            11
sky130_fd_sc_hd__and3_1            24
sky130_fd_sc_hd__and4_1             9
sky130_fd_sc_hd__buf_4              9
sky130_fd_sc_hd__clkbuf_16         18
sky130_fd_sc_hd__clkdlybuf4s50_1   20
sky130_fd_sc_hd__dfrtp_1          169
sky130_fd_sc_hd__dfxtp_1           60
sky130_fd_sc_hd__ha_1              18
sky130_fd_sc_hd__inv_1             54
sky130_fd_sc_hd__inv_6              7
sky130_fd_sc_hd__mux2_2            42
sky130_fd_sc_hd__nand2_1          122
sky130_fd_sc_hd__nand2b_1           7
sky130_fd_sc_hd__nand3_1           64
sky130_fd_sc_hd__nand4_1           35
sky130_fd_sc_hd__nor2_1           127
sky130_fd_sc_hd__nor2b_1           22
sky130_fd_sc_hd__nor3_1            40
sky130_fd_sc_hd__nor3b_1           27
sky130_fd_sc_hd__nor4_1            20
sky130_fd_sc_hd__nor4b_1           10
sky130_fd_sc_hd__o21a_1             9
sky130_fd_sc_hd__o21ai_0           56
sky130_fd_sc_hd__o32ai_1            8
sky130_fd_sc_hd__or3_1             11
sky130_fd_sc_hd__xnor2_1           93
sky130_fd_sc_hd__xor2_1            54
## cell type report
type,instances,area [um^2],share of cell area
multi-input cells,981,6450,0.468
clock buffers,19,454,0.0329
well taps,396,495,0.0359
repair buffers,29,268,0.0194
flip-flops and latches,240,5740,0.416
inverters,56,215,0.0156
clock inverters,13,168,0.0122
Power is estimated from default activity; no workload was simulated.
